<file path="run.sh">
#!/bin/bash
# OpenROAD 26Q1-2900-gdf79404cd8, Yosys 0.63+post, stock flow scripts
make -C /OpenROAD-flow-scripts/flow DESIGN_CONFIG=/design/flow/config.mk WORK_HOME=/design/flow/orfs finish
</file>
<file path="config.mk">
export PLATFORM = sky130hd
export DESIGN_NAME = mux_4
export DESIGN_NICKNAME = mux_4
export VERILOG_FILES = /design/flow/design.v
export SDC_FILE = /design/flow/constraint.sdc
export NUM_CORES = 4
export LEC_CHECK = 1
export CORE_AREA = 10 10 70 70
export DIE_AREA = 0 0 80 80
</file>
<file path="constraint.sdc">
current_design mux_4

set clk_period 1.1
set clk_io_pct 0.2

create_clock -name clk0 -period $clk_period

set non_clock_inputs [all_inputs -no_clocks]
set_input_delay [expr $clk_period * $clk_io_pct] -clock clk0 $non_clock_inputs
set_output_delay [expr $clk_period * $clk_io_pct] -clock clk0 [all_outputs]
</file>
<file path="design.v">
module mux_4(select, ent1, ent2, ent3, ent4, sal1);
	input logic [1:0] select;
	input logic [19:0] ent1, ent2, ent3, ent4;
	output logic [19:0] sal1;
	always @(ent1 or ent2 or ent3) begin
		case(select)
			2'b00 : sal1 <= ent1;
			2'b01 : sal1 <= ent2;
			2'b10 : sal1 <= ent3;
			2'b11 : sal1 <= ent4;
		endcase
	end
endmodule
</file>
==> results.rst <==
Flow metrics
------------

.. list-table::
   :header-rows: 1

   * - Metric
     - Value
   * - Outcome
     - finished, violations left
   * - Failing checks
     - setup timing
   * - Launch point of the worst hold path
     - ent3[18]
   * - Maximum clock frequency
     - 0.7730 GHz
   * - Leak Pwr
     - 0.6936 nW
   * - Type of destination of the critical path
     - output pin
   * - Average via count per standard cell
     - 4.197
   * - Hold Crit Class
     - input pin to output pin
   * - Combined global-route utilization of all metal layers
     - 0.09454
   * - Total I/O pin count
     - 102
   * - Worst setup margin
     - -0.1937 ns
   * - Initial antenna violation count
     - 2
   * - Warnings from Yosys
     - 1
   * - Area Overhead vs Synth
     - 200.5%
   * - Vertical die dimension
     - 80 um
   * - Count of tool warnings
     - 34
   * - Number of maximum-capacitance violations
     - 0
   * - Data arrival time of the worst path
     - 1.07 ns
   * - Average wire per standard cell
     - 17.75 um
   * - Syn_area_per_cell
     - 20.12 um^2
   * - Tightest Pin Transition
     - 0.1428 ns
   * - Post-placement cell count
     - 172
   * - Remaining global-route overflow
     - 0
   * - Period utilisation layout
     - 1.176
   * - Chip area in the Yosys report
     - 483.0 um^2
   * - Core outline area
     - 3416 um^2
   * - Startpoint type of the worst setup path
     - input pin
   * - Overall routed net length
     - 3159 um
   * - Number of slew-limit violations in the final report
     - 0
   * - Highest-count logic cell in the final layout
     - sky130_fd_sc_hd__dlygate4sd2_1
   * - Proportion of layout cells with a drive suffix above 1
     - 0.3798
   * - Highest-count cells in the layout ignoring fill and taps
     - sky130_fd_sc_hd__dlygate4sd2_1, sky130_fd_sc_hd__mux4_2, sky130_fd_sc_hd__buf_2, sky130_fd_sc_hd__buf_6, sky130_fd_sc_hd__buf_12
   * - Max VDD drop
     - 0.1330 mV
   * - Unique cell type count in the Yosys netlist
     - 3
   * - Cell type with the largest total area
     - sky130_fd_sc_hd__mux4_2
   * - Drt drc
     - 0
   * - Row cnt
     - 21
   * - Category of the most critical setup path
     - input pin to output pin
   * - Hold_ws
     - 0.9210 ns
   * - Count of routing violations after the opening detailed-route iteration
     - 4
   * - Fraction of the yosys area taken by sequential cells
     - 0
   * - Data required time of the worst path
     - 0.88 ns
   * - Area leader share
     - 0.9326
   * - Chip width
     - 80 um
   * - Number of buffers added for setup after CTS
     - 0
   * - Final setup violation count
     - 20
   * - Total area of sequential cells
     - 0 um^2
   * - Port bufs
     - 102
   * - Yosys cell count
     - 24
   * - CTS Hold Bufs
     - 0
   * - Via count of the first global-routing pass
     - 901
   * - First-pass GRT wire length
     - 4761 um
   * - Minimum period implied by the final worst setup slack
     - 1.294 ns
   * - Hold Vio Cnt, Final
     - 0
   * - Launching instance or port of the critical path
     - select[0]
   * - Critical path peak fanout
     - 7
   * - Clock buffer count in the final layout
     - 0
   * - Non-filler cells in the finished layout
     - 178
   * - Drt first pass iters
     - 2
   * - Number of routed nets with antenna violations
     - 0
   * - Chip footprint
     - 6400 um^2
   * - Routability congestion estimate from global placement
     - 0.8342
   * - Combined area of all synthesized cells
     - 483.0 um^2
   * - RSZ-0062 raised after global routing
     - yes
   * - DR vias
     - 747
   * - Cell types with the largest area share after synthesis
     - sky130_fd_sc_hd__mux4_2, sky130_fd_sc_hd__buf_6, sky130_fd_sc_hd__buf_2
   * - Count of mapped cells out of synthesis
     - 24
   * - Maximum number of pins on one net before global-route repair
     - 8
   * - Max transition margin
     - 0.9048
   * - Initial cell density of the core
     - 0.1414
   * - Final HPWL from detailed placement
     - 2837 um
   * - Seq Cell Count
     - 0
   * - Areal power density over the cells
     - 312.7 nW/um^2
==> metal layers <==
| layer | wire length (um) | vias up | track usage |
|---|---|---|---|
| met2 | 1474 | 59 | 0.1557 |
| met3 | 577 | 0 | 0.06705 |
| met5 | 0 | - | 0 |
| met1 | 1107 | 342 | 0.1039 |
| li1 | - | 346 | - |
| met4 | 0 | 0 | 0 |
==> worst max-delay path, cell delays in order <==
cell and delay [ns]:
sky130_fd_sc_hd__buf_12 0.10, sky130_fd_sc_hd__buf_8 0.13, sky130_fd_sc_hd__mux4_2 0.49, sky130_fd_sc_hd__buf_2 0.13
==> kinds of logic (layout without fill, tap and decap cells) <==
family	count (synthesis)	count (layout)	share of synthesized area
muxes	20	20	0.9326
buffers and inverters	4	109	0.06736
other	0	3	0
==> final timing paths <==
| check | cells after the start | slack (ns) | endpoint |
|---|---|---|---|
| max | 4 | -0.19 | sal1[12] |
| min | 3 | 0.92 | sal1[18] |
==> through the flow <==
| step | utilization | instance area, um^2 | total power [mW] | setup slack, ns | TNS, ns |
|---|---|---|---|---|---|
| final | 0.4249 | 1451 | 0.4538 | -0.1937 | -3.531 |
| after global routing | 0.4242 | 1449 | 0.4965 | -0.2359 | -4.262 |
| after CTS | 0.4216 | 1440 | 0.4643 | -0.2188 | -3.791 |
| after detailed placement | 0.4601 | 1572 | 0.6091 | -1.036 | -20.08 |
| after global placement | 0.4601 | 1572 | 0.6080 | -1.040 | -20.16 |
| after floorplan | - | 483.0 | 0.1512 | 0.04424 | 0 |
==> area by class of cell <==
| class | count | area (um^2) |
|---|---|---|
| diodes | 3 | 7.507 |
| fillers | 367 | 1964 |
| multi-input cells | 20 | 450.4 |
| well taps | 46 | 57.56 |
| repair buffers | 109 | 935.9 |
==> Yosys cell counts <==
cell and number:
sky130_fd_sc_hd__buf_2 2, sky130_fd_sc_hd__buf_6 2, sky130_fd_sc_hd__mux4_2 20
==> report_power, final <==
part / switching [mW] / total, mW / internal [mW]
registers: 0 / 0 / 0
logic: 0.107 / 0.454 / 0.347
clock network: 0 / 0.000000365 / 0.000000365
==> timing repair <==
action	CTS	global route
setup endpoints to repair	20	20
resized	159	1
gates cloned	3	0
Power and IR drop assume default switching activity.
