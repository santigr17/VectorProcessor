===== /design/flow/run.sh =====
#!/bin/bash
# OpenROAD 26Q1-2900-gdf79404cd8, Yosys 0.63+post, stock flow scripts
make -C /OpenROAD-flow-scripts/flow DESIGN_CONFIG=/design/flow/config.mk WORK_HOME=/design/flow/orfs finish

===== /design/flow/config.mk =====
export PLATFORM = sky130hd
export DESIGN_NAME = decode_mexecute
export DESIGN_NICKNAME = decode_mexecute
export VERILOG_FILES = /design/flow/design.v
export SDC_FILE = /design/flow/constraint.sdc
export NUM_CORES = 4
export LEC_CHECK = 1
export CORE_UTILIZATION = 30

===== /design/flow/constraint.sdc =====
current_design decode_mexecute

set clk_period 1.0
set clk_io_pct 0.2

create_clock -name clk0 -period $clk_period [get_ports {clk}]

set non_clock_inputs [all_inputs -no_clocks]
set_input_delay [expr $clk_period * $clk_io_pct] -clock clk0 $non_clock_inputs
set_output_delay [expr $clk_period * $clk_io_pct] -clock clk0 [all_outputs]

===== /design/flow/design.v =====
module decode_mexecute(clk, pc, dir_mem, dato_vectA, escritura_regV, 
mux_key, lane, lectura_dmem, escritura_dmem, select_wb, pc_out, dir_mem_out, 
dato_vectA_out, escritura_regV_out, mux_key_out, lane_out, lectura_dmem_out, 
escritura_dmem_out, select_wb_out);
		input logic clk, escritura_regV, lectura_dmem, escritura_dmem, select_wb;
		input logic [15:0] pc;
		input logic [14:0] dir_mem;
		input logic [22:0] dato_vectA;
		input logic [1:0] mux_key;
		input logic [4:0] lane;
		output logic escritura_regV_out, lectura_dmem_out, escritura_dmem_out, select_wb_out;
		output logic [15:0] pc_out;
		output logic [14:0] dir_mem_out;
		output logic [22:0] dato_vectA_out;
		output logic [1:0] mux_key_out;
		output logic [4:0] lane_out;
		logic escritura_regV_temp, lectura_dmem_temp, escritura_dmem_temp, select_wb_temp;
		logic [15:0] pc_temp;
		logic [14:0] dir_mem_temp;
		logic [22:0] dato_vectA_temp;
		logic [1:0] mux_key_temp;
		logic [4:0] lane_temp;
	always @(posedge clk) begin
		escritura_regV_temp <= escritura_regV;
		lectura_dmem_temp <= lectura_dmem;
		escritura_dmem_temp <= escritura_dmem;
		select_wb_temp <= select_wb;
		pc_temp <= pc;
		dir_mem_temp <= dir_mem;
		dato_vectA_temp <= dato_vectA;
		mux_key_temp <= mux_key;
		lane_temp <= lane;
	end
	always @(negedge clk) begin
		escritura_regV_out <= escritura_regV_temp;
		lectura_dmem_out <= lectura_dmem_temp;
		escritura_dmem_out <= escritura_dmem_temp;
		select_wb_out <= select_wb_temp;
		pc_out <= pc_temp;
		dir_mem_out <= dir_mem_temp;
		dato_vectA_out <= dato_vectA_temp;
		mux_key_out <= mux_key_temp;
		lane_out <= lane_temp;
	end
endmodule

==> notes.md <==
yosys + openroad results -> status=complete, but fails checks, failing checks=setup timing, Reg area=0.002609 mm², antenna violations before repair=0, worst path required time=800 ps, Comb gates=0, Gate Area=0 µm², Seq share, synth=99.86%, worst hold slack=143.9 ps, Final HPWL DP=3.055 mm, Num CTS Buffers=17, Synth Instances=131, ratio of cells with drive above 1 in the final layout=27.73%, Switching Fraction=22.30%, critical path class=register to output port, Placement Setup Slack=-493.3 ps, post-synth top area cell=dfxtp_1, Mean Syn Cell Area=19.90 µm², Sequential Power Share=43.2%, Main synth FF type=dfxtp_1, clk sinks=130, Post-Layout Cell Count=462, vias per cell=3.530, Cell variety after synth=2, Final Max Tran Viols=0, DRC errors left=0, H-tree levels=4, Max-Slew Margin vs Limit=82.16%, chip area=0.009064 mm², Layout area overhead=75.23%, crit-path max FO=1, Arr. time, crit path=1380 ps, clock network power share=54.0%, Post-DRT Antenna Nets=0, Design Power=0.01282 W, Combinational Power Share=2.7%, postcts setup bufs=0, number of global-route vias before repair=1539, root buf cell=clkbuf_8, Final Util=55.03%, wire per inst=9.803 µm, top cells, area=dfxtp_1, inv_1, FP Util=31.40%, Routed WL=4.529 mm, Max stage delay on crit path=300 ps, Iteration-0 DRC Markers=20, clk latency of the worst-skew pair=490 ps, GPL Wtd Cong=0.6758, DR pass1 iterations=2, CTS tree=built, CP endpoint kind=output port, Yosys warnings=1, total track usage=10.37%, row count=33, yosys cell count=131, CTS max path bufs=2, crit path cell chain=buf_2, most common cell in the synthesized netlist=dfxtp_1, PD cells=2807 mW/mm², Core Box Area=0.008299 mm², Pleak=2.253 nW, Worst Clk Skew=22.61 ps, crit-path leading delay family=flip-flops, Startpoint Class=register, Post-CTS Hold Buffers=0, area of the mapped netlist=0.002606 mm², first-pass GRT wire length=6.900 mm, RSZ-0062 raised after global routing=yes, I/O pin cnt=131, pin count of the biggest net entering global routing=17, Synth top cells by count=dfxtp_1, inv_1, Levels on crit path=1, die y size=95.21 µm, P_int=0.009959 W, final-layout fill cell count=675, final hold vios=0, Final setup viols=65, diode count=0, Synth top area share=99.86%, Max Cap Viol=0, slowest stage cell on the critical path=dfxtp_2, worst hold path class=input port to register, final setup margin=-581.6 ps, hold-critical path depth=1, tool warning count=92, Worst-path clk slew=60 ps, Net Switching=0.002858 W, GRT overflow=0, DR vias=1631, Tightest Pin Transition=267.7 ps, R2R cell count=0, dpl cells=366, EDFF count, synth=0, I/O Buffers=130, Worst Path Buf+Inv=1, Horiz. Die Dim=95.21 µm, ys async rst share=0%, register bit total from synthesis=130, Max VDD drop=0.001587 V, Yosys Chip Area=0.002606 mm²
[final timing paths]
path	start	to	slack, ps
worst max-delay path	dir_mem_out[13]	dir_mem_out[13]	-580
worst min-delay path	pc[9]	pc_temp[9]	140
worst max register to register	pc_temp[0]	pc_out[0]	70
worst min register to register	dato_vectA_temp[13]	dato_vectA_out[13]	840
[kinds of logic after synthesis]
group | Yosys count | synth area share (%)
buffers and inverters | 1 | 0.1439
DFF | 130 | 99.86
[cells in the final DEF (no fill, tap or decap)]
cell | Yosys | final
clkinv_4 | 0 | 4
inv_4 | 0 | 2
dfxtp_1 | 130 | 125
clkbuf_16 | 0 | 21
inv_6 | 0 | 1
clkbuf_1 | 0 | 3
buf_2 | 0 | 65
clkbuf_8 | 0 | 1
inv_1 | 1 | 65
clkdlybuf4s50_1 | 0 | 65
dfxtp_2 | 0 | 5
[area by class of cell]
type	count	area share, %
clock inverter	72	6.575
clock buffer	25	12.05
tap	105	2.877
timing repair buffer	130	21.37
sequential	130	57.12
[sequential cells by signal (all words and copies together), names as in the netlist, 2 cells and up]
| signal | count |
|---|---|
| lane_temp | 5 |
| mux_key_out | 2 |
| mux_key_temp | 2 |
| dir_mem_temp | 15 |
| pc_out | 16 |
| dato_vectA_out | 23 |
| dato_vectA_temp | 23 |
| dir_mem_out | 15 |
| pc_temp | 16 |
| lane_out | 5 |
[metrics by stage]
step | instance area, µm² | TNS, ps
after detailed placement | 4039 | -29000
after CTS | 4566 | -38120
final | 4567 | -36340
after global routing | 4567 | -39910
after floorplan | 2606 | 0
after global placement | 4039 | -28890
[power groups by stage]
stage	clock network (W)	logic (W)	registers, W
5_1_grt	0.00767	0.000381	0.00556
6_report	0.00693	0.000349	0.00554
4_1_cts	0.00713	0.000358	0.00554
[repair_timing]
action                     4_1_cts  5_1_grt
setup endpoints to repair       65       65
resized                        199        1
hold endpoints to repair         0        0
[routing by layer]
| layer | track usage (%) | vias up | wire, µm |
|---|---|---|---|
| li1 | - | 836 | - |
| met5 | 0 | - | 0 |
| met3 | 5.434 | 6 | 571 |
| met4 | 2.146 | 0 | 57 |
| met1 | 13.38 | 706 | 1809 |
| met2 | 15.89 | 83 | 2090 |
No activity file was given, so power comes from the tool's default toggle rates.
