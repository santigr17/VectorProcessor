<file path="design/flow/run.sh">
#!/bin/bash
# OpenROAD 26Q1-2900-gdf79404cd8, Yosys 0.63+post, stock flow scripts
make -C /OpenROAD-flow-scripts/flow DESIGN_CONFIG=/design/flow/config.mk WORK_HOME=/design/flow/orfs finish
</file>
<file path="design/flow/config.mk">
export PLATFORM = sky130hd
export DESIGN_NAME = fetch_decode
export DESIGN_NICKNAME = fetch_decode
export VERILOG_FILES = /design/flow/design.v
export SDC_FILE = /design/flow/constraint.sdc
export NUM_CORES = 4
export LEC_CHECK = 1
export CORE_UTILIZATION = 40
</file>
<file path="design/flow/constraint.sdc">
current_design fetch_decode

set clk_period 1.0
set clk_io_pct 0.2

create_clock -name clk0 -period $clk_period [get_ports {clk}]

set non_clock_inputs [all_inputs -no_clocks]
set_input_delay [expr $clk_period * $clk_io_pct] -clock clk0 $non_clock_inputs
set_output_delay [expr $clk_period * $clk_io_pct] -clock clk0 [all_outputs]
</file>
<file path="design/flow/design.v">
module fetch_decode(clk, inst, pc, opcode, dirl_brv, dire_brv, dir_mem, pc_out);
			input logic clk;
			input logic [22:0] inst;
			input logic [15:0] pc;
			output logic [4:0] opcode;
			output logic [2:0] dirl_brv, dire_brv;
			output logic [14:0] dir_mem;
			output logic [15:0] pc_out;
			logic [22:0]  instruction;
			logic [15:0] pc_in; 
	always @(posedge clk) begin
			instruction <= inst;
			pc_in <= pc;
	end
	always @(negedge clk) begin
		pc_out <= pc_in;
		opcode <= instruction[22:18];
		dirl_brv <= instruction[14:12];
		dire_brv <= instruction[17:15];
		dir_mem <= instruction[14:0];
	end
endmodule
</file>
==> results.tsv <==
metric	value	unit
outcome	finished with violations	
violations	setup timing	
max_cap_violations	0	
hold_end	pc_in[13]$_DFF_P_	
synth_cells	82	
n_antenna_cell	0	
finalHoldViolCount	0	
setup_tns	-19.12	ns
ys_chip_area	0.001588	mm²
drc_errors	0	
cts_tree	yes	
die_y	65.01	µm
postRouteWirelength	2691	µm
flop_area	0.001572	mm²
routabilityCongestion	0.7198	
crit_fanout	1	
chip_area	0.004226	mm²
cp.required	0.80	ns
drtIter0Drc	40	
min_from	pc[13]	
reg2reg_slack	0.13	ns
rr_endpoint	pc_out[1]$_DFF_N_	
syn_area_per_cell	19.36	µm²
die_w	65.01	µm
top_cell_area_share	98.35	%
num_rows	22	
fillerInstances	269	
p_leak	1.295	nW
fin_ws	-0.4794	ns
vias	975	
slowest_delay	0.31	ns
fin_util	69.55	%
path_depth	1	
place_area	0.002436	mm²
clk_pin_slew	0.07	ns
yosysUniqueCellTypes	3	
grt_start_max_net_pins	13	
path_delay_family	flip-flops	
grt_use_total	14.23	%
min_path_cells	1	
warning_count	68	
clock-skew-final	0.04729	ns
ys_ff	78	
setup_viol	42	
vdd_drop_max	0.001446	V
arrival	1.28	ns
holdCritPathClass	in -> reg	
syn_area	0.001588	mm²
clockRootBuffer	clkbuf_8	
drive_above_1_share	29.91	%
ant_nets	0	
numCtsBuffers	9	
hold_buffers	0	
setup.worst_path.start_class	register	
gr-total-overflow	0	
rsz0062_at_grt	yes	
dpl.cell_count	208	
total_power	6.522	mW
clock_latency	0.37	ns
worstSetupPathType	reg -> out	
cellPowerDensity	2505	mW/mm²
relSlewSlack	93.46	%
fp_util	42.41	%
antenna_found_initial	0	
post_drt_wl_per_cell	10.27	µm
routed_via_density	3.721	
top_area_cell	dfxtp_1	
yosys_cells	82	
drtPass1Iterations	6	
synth.area.top_cells	dfxtp_1, buf_4, inv_1	
ios	82	
worstMarginPinSlew	0.09813	ns
crit_chain	buf_2	
critPathSlowestCell	dfxtp_2	
yosysWarnings	1	
rr_worst_depth	0	
clock_sinks	78	
place.port_buffers	81	
final_cells	262	
synth_sequential_area_ratio	98.35	%
grt_pass1_vias	971	
clockBufferDepth	2	
logic_area	0	µm²
coreArea	0.003744	mm²
worstReg2RegStart	pc_in[1]$_DFF_P_	
setup.worst_path.end_class	output port	
area_growth_syn_to_layout	63.99	%
grt_pass1_wl	4195	µm
postCtsSetupBuffers	0	
nMultiInputCombCells	0	
critical_path_buf_inv_count	1	
cts_resized	135	
slew_violations	0	
design_area	0.002604	mm²
cts.htree.levels	3	
==> cells in the mapped netlist <==
library cell  instances
buf_4                 3
dfxtp_1              78
inv_1                 1
==> cells in the final DEF (no fill, tap or decap) <==
cell	n
dfxtp_1	70
clkinvlp_2	1
clkdlybuf4s50_1	39
clkbuf_1	2
clkbuf_16	3
dfxtp_2	8
clkbuf_8	10
inv_1	39
buf_2	42
==> report_power, final <==
group	switching, mW	internal, mW	total [mW]
logic	0.0307	0.185	0.216
clock network	1.36	1.63	2.98
registers	0.0335	3.29	3.32
total	1.42	5.10	6.52
==> layout make-up <==
| type | count | share of cell area, % |
|---|---|---|
| flip-flops and latches | 78 | 60.36 |
| repair buffers | 81 | 23.07 |
| clock buffers | 15 | 8.457 |
| clock inverters | 40 | 5.814 |
| well taps | 48 | 2.307 |
==> flip-flops by register name (all words and copies together) (netlist names) <==
signal,count
dir_mem,14
dire_brv,3
dirl_brv,1
instruction,23
opcode,5
pc_in,16
pc_out,16
==> per-layer routing <==
| layer | part of all wire (%) | wire, µm | up-vias | global-route usage, % |
|---|---|---|---|---|
| li1 | - | - | 502 | - |
| met1 | 43 | 1150 | 406 | 19.97 |
| met2 | 43 | 1153 | 62 | 20.83 |
| met3 | 13 | 357 | 5 | 6.786 |
| met4 | 1.1 | 30 | 0 | 3.333 |
| met5 | 0 | 0 | - | 0 |
==> through the flow <==
step | hold WS [ns] | worst slack [ns]
5_1_grt | 0.2886 | -0.5266
4_1_cts | 0.2938 | -0.4993
2_1_floorplan | 0.2277 | -0.07980
6_report | 0.3103 | -0.4794
3_3_place_gp | 0.6518 | -0.4775
3_5_place_dp | 0.6516 | -0.4695
==> worst max-delay path by stage <==
stage | from | to | slack [ns]
5_1_grt | pc_out[1]$_DFF_N_ | pc_out[1] | -0.53
4_1_cts | dir_mem[6]$_DFF_N_ | dir_mem[6] | -0.50
6_report | dir_mem[6]$_DFF_N_ | dir_mem[6] | -0.48
==> cell families (layout without fill, tap and decap cells) <==
kind of cell / after synthesis / after routing / synth area share [%]
buffers and inverters: 4 / 136 / 1.655
DFF: 78 / 78 / 98.35
